==> ./config.mk <==
export PLATFORM = sky130hd
export DESIGN_NAME = MAC
export DESIGN_NICKNAME = MAC
export VERILOG_FILES = /design/flow/design.v
export SDC_FILE = /design/flow/constraint.sdc
export NUM_CORES = 4
export LEC_CHECK = 1
export CORE_AREA = 10 10 102 102
export DIE_AREA = 0 0 112 112
==> ./constraint.sdc <==
current_design MAC

set clk_period 5.4
set clk_io_pct 0.2

create_clock -name clk0 -period $clk_period [get_ports {clk}]

set non_clock_inputs [all_inputs -no_clocks]
set_input_delay [expr $clk_period * $clk_io_pct] -clock clk0 $non_clock_inputs
set_output_delay [expr $clk_period * $clk_io_pct] -clock clk0 [all_outputs]
==> ./design.v <==
`timescale 1ns/10ps
  module MAC(IN, W, clk, rstb, OUT);
   input signed [3:0] IN, W;
   input 	      clk, rstb;
   output reg signed [11:0]  OUT;
   reg signed [11:0] 	      A,B;
   reg [3:0] 	      counter;
   always @ (posedge clk or negedge rstb)
	if(!rstb) begin
	  A = 0;
	B = 0;
	OUT =  0;
	   counter =  0;
	   end
	else if(counter == 9) begin
	   B = IN * W;
	OUT = IN * W;
	    A = IN * W;
	    counter =  1;
	 end
	 else begin
	    A =  W * IN;
	    B =  B + A;
	    counter = counter + 1;
	    OUT = B;
	 end 
endmodule  
==> ./run.sh <==
#!/bin/bash
# OpenROAD 26Q1-2900-gdf79404cd8, Yosys 0.63+post, stock flow scripts
make -C /OpenROAD-flow-scripts/flow DESIGN_CONFIG=/design/flow/config.mk WORK_HOME=/design/flow/orfs finish
==> impl_metrics.yaml <==
# synthesis and place-and-route metrics
pwr:
  power_density_nw_per_um2: 576
  power.total_mw: 1.32
  peakVddDrop_mv: 0.198
  p_leak_nw: 1.04
synthesis:
  ys_sh_simple: 0.141
  synth_warnings: 1
  netlist_instances: 163
  topCombFamilyByArea: "adder cells"
  postSynthSeqShare: 0.248
  ys_sh_xor: 0.102
  mux_share: 0.0209
  postSynthAreaPerCell_um2: 9.92
  yosysTopAreaCell: "dfrtp_1"
  synth-edff-count: 0
  numSynthFlops: 16
  synthTopCellsByArea: "dfrtp_1 25%, ha_1 19%, fa_1 12%, xnor2_1 6.5%, nand2_1 3.9%"
  adder_share: 0.317
  yosysTopAreaCellShare: 0.248
  syn_area_um2: 1620
  ys_async_sr_fraction: 1.00
  ys_cells: 163
  ff_type: "dfrtp_1"
  ys_types: 33
  yosys_area_um2: 1620
  compound_area_frac: 0.147
floorplan:
  die_w_um: 112
  top_level_ports: 22
  core-area_um2: 8220
  die_h_um: 112
  rows: 33
  dieArea_um2: 12500
  fp_util: 0.197
job:
  drv_cap: 0
  tool_warnings: 27
layout:
  drive_gt1_frac: 0.239
  post-route-util: 0.278
  filler_cell_count: 849
  area.growth.synth_to_final_pct: 41.3
placed_design:
  place_hpwl_um: 2830
  dp_slack_ns: -0.405
  routabilityCongestion: 0.823
  port_buffers: 21
detailed_routing:
  vias: 1274
  drc: 0
  ant_nets: 0
  initialDrtViolationCount: 19
  first_pass_iters: 2
  wl_per_cell_um: 11.1
  diodes: 0
  vias_per_cell: 4.06
  wl_um: 3480
min_path:
  hold_depth: 1
  worstHoldStart: "counter[2]$_DFF_PN0_"
  min-delay-path-class: "reg -> reg"
  min_to: "counter[2]$_DFF_PN0_"
final_timing:
  rsz0062_at_grt: "false"
  setup_violations: 0
  hold_viol_final: 0
  drv_slew: 0
  relSlewSlack: 0.508
  timing.final.ws_setup_ns: 0.373
  fin_skew_ns: 0.000967
  fin_hold_ws_ns: 0.494
  tightest_slew_ns: 0.735
  finalCriticalPeriod_ns: 5.03
  fin_crit_sh: 0.931
  fmax_mhz: 199
global_routing:
  grt_pass1_wl_um: 6110
  track_usage: 0.0560
  antenna_found_initial: 0
  grt_overflow: 0
  grt_max_degree: 19
  grt_pass1_vias: 1416
clock_tree:
  clkTransAtPathRegs_ns: 0.07
  ctsHoldBuffers: 0
  clkSinkCount: 16
  clock-root-buffer: "clkbuf_8"
  insertion_delay_ns: 0.25
  cts_buffer_depth: 2
  cts.htree.levels: 1
  cts_buffers: 3
  cts_tree: "done"
critical_path:
  cp-end-kind: "register"
  worstReg2RegStart: "OUT[0]$_DFF_PN0_"
  slowest_delay_ns: 0.49
  critPathBufInv: 2
  path_class: "in -> reg"
  rr_worst_depth: 8
  path_cells: "dlymetal6s2s_1 -> nand2b_4 -> fa_1 -> fa_1 -> inv_1 -> fa_1 -> ha_2 -> fa_2 -> a21o_1 -> a21oi_2 -> xnor2_2 -> ha_4 -> a211o_4 -> o221ai_4 -> nand4_1 -> a21oi_2 -> xor2_1"
  crit_top_cell: "fa_1"
  cp_slowest_cell: "fa_1"
  ff2ff_setup_slack_ns: 3.33
  rr_endpoint: "OUT[8]$_DFF_PN0_"
  start_kind: "primary input"
  critPathArrivalTime_ns: 5.21
  crit_family: "adder cells"
  required_ns: 5.58
  crit_fanout: 5
status:
  outcome: "finished clean"
==> layout by cell type (no fill, tap or decap), types with 2 or more instances in the layout <==
master,n
a21oi_2,4
nor2_1,3
xor2_1,5
nor3b_2,2
a21o_1,2
nor2b_1,3
ha_4,3
ha_2,2
nand2_2,2
ha_1,20
inv_1,9
o21ai_1,5
mux2_2,3
nand4_1,2
nand3_1,3
a21oi_1,6
o21ai_0,11
clkbuf_8,4
nand2_1,17
and2_1,9
fa_1,9
clkdlybuf4s50_1,15
dlymetal6s2s_1,6
xnor2_1,12
dfrtp_1,16
buf_4,21
==> cell type report <==
type	count	area, um^2	share of cell area
repair buffers	43	394	0.173
well taps	105	131	0.0575
flip-flops and latches	16	400	0.175
inverters	9	33.8	0.0148
multi-input cells	137	1270	0.556
clock buffers	4	55.1	0.0241
==> synth_stat cells, types with 2 or more instances <==
library cell	instances
xnor2_1	12
dfrtp_1	16
a211oi_1	2
a21o_1	2
xor2_1	5
nand4_1	2
nor2b_1	3
nand3_1	3
and2_1	9
nor2_1	3
nand2_2	2
o21ai_0	11
a21oi_1	9
o21ai_1	5
nor3b_2	2
fa_1	10
ha_1	25
nand2_1	17
mux2_2	3
inv_1	9
==> power by group <==
group | total [mW] | internal, mW | switching, mW
sequential | 0.215 | 0.176 | 0.0387
clock | 0.110 | 0.0648 | 0.0452
combinational | 0.991 | 0.541 | 0.450
==> worst register-to-register path: cells and delay by family (launching register included) <==
kind	cells	cell delay, ns
AOI/OAI and AO/OA	5	0.74
adders and majority gates	2	0.65
DFF	1	0.40
xor gates and xnor gates	1	0.17
==> layer usage <==
layer	GRT usage	routed length (um)	vias to the layer above
met1	0.0698	1630	595
li1	-	-	655
met2	0.0952	1620	22
met3	0.0201	217	2
met5	0	0	-
met4	0.00338	7	0
==> how the worst max path moves through the flow <==
| stage | cells after the start | slack, ns | to | startpoint |
|---|---|---|---|---|
| global route | 17 | 0.18 | OUT[11]$_DFF_PN0_ | W[0] |
| finish | 17 | 0.37 | OUT[11]$_DFF_PN0_ | W[0] |
| CTS | 19 | 0.03 | OUT[11]$_DFF_PN0_ | IN[1] |
==> stage by stage <==
step	setup TNS [ns]	std cells	instance area, um^2
4_1_cts	0	313	2200
5_1_grt	0	314	2280
3_5_place_dp	-1.02	309	2110
2_1_floorplan	0	163	1620
6_report	0	314	2280
3_3_place_gp	-0.873	309	2110
==> sequential cells by signal (all words and copies together), names as in the netlist <==
register / flops
counter: 4
OUT: 12
==> logic make-up after synthesis <==
kind of cell	after synthesis
AND/OR/NAND/NOR	43
AND-OR/OR-AND	38
adder cells (fa/ha/maj)	35
XOR/XNOR	18
flip-flops	16
buffers and inverters	10
multiplexers	3
==> what timing repair did <==
item | in CTS | in global routing
pin swaps | 5 | 18
gates resized | 5 | 16
gates cloned | 0 | 0
setup buffers | 0 | 1
endpoints found under the setup margin | 3 | 3
Power is estimated from default activity; no workload was simulated.
